==> flow/design.v <==
interface fantasticfft_fft8_if #(
    parameter INT_SIZE   = 8,
    parameter FRAC_SIZE  = 8
) (input logic clk);
    logic isValid, resultValid;
    logic [INT_SIZE + FRAC_SIZE - 1:0] 
        x0, x1, x2, x3, x4, x5, x6, x7,
        y0, y1, y2, y3, y4, y5, y6, y7,
        y0_i, y1_i, y2_i, y3_i, y4_i, y5_i, y6_i, y7_i;
    modport fft8_device (
        input clk, isValid, resultValid,
            x0, x1, x2, x3, x4, x5, x6, x7,
        output y0, y1, y2, y3, y4, y5, y6, y7,
            y0_i, y1_i, y2_i, y3_i, y4_i, y5_i, y6_i, y7_i
    );
endinterface
module ram
#(parameter data_width = 16, data_depth = 8)
(
input logic read_write, reset,
input logic [data_depth-1:0] address,
input logic [data_width-1:0] in_data,
output logic [data_width-1:0] out_data);
logic [data_width-1:0] memory [data_depth-1:0];
always @(posedge read_write) begin
  memory[address] = in_data;
end
always @(address, read_write) begin
  if(~read_write)out_data = memory[address];
end
endmodule
==> flow/run.sh <==
#!/bin/bash
# OpenROAD 26Q1-2900-gdf79404cd8, Yosys 0.63+post, stock flow scripts
make -C /OpenROAD-flow-scripts/flow DESIGN_CONFIG=/design/flow/config.mk WORK_HOME=/design/flow/orfs finish
==> flow/config.mk <==
export PLATFORM = sky130hd
export DESIGN_NAME = ram
export DESIGN_NICKNAME = ram
export VERILOG_FILES = /design/flow/design.v
export SDC_FILE = /design/flow/constraint.sdc
export NUM_CORES = 4
export LEC_CHECK = 1
export CORE_UTILIZATION = 40
==> flow/constraint.sdc <==
current_design ram

set clk_period 6.9
set clk_io_pct 0.2

create_clock -name clk0 -period $clk_period [get_ports {read_write}]

set non_clock_inputs [all_inputs -no_clocks]
set_input_delay [expr $clk_period * $clk_io_pct] -clock clk0 $non_clock_inputs
set_output_delay [expr $clk_period * $clk_io_pct] -clock clk0 [all_outputs]
==> notes.md <==
Summary of implementation figures.

Outcome
The flow ran to the end, and the final reports show no timing, DRC or antenna violations.

Cells and area
The filler cells instantiated in the layout total 1,006. Leaving out fill and tap cells, the most frequent cell in the layout is sky130_fd_sc_hd__edfxtp_1. The core utilization of the finished layout is 50.63%. The flow measured a signed area growth from synthesis to layout of 23.45%. Cells with a size suffix above 1 make up around 28% of the layout. Per the cell usage report, the commonest logic cells after layout are 128 x sky130_fd_sc_hd__edfxtp_1, 34 x sky130_fd_sc_hd__clkdlybuf4s50_1, 18 x sky130_fd_sc_hd__mux4_1.

Drt
The via density per instance is ~5.1. The number of antenna diodes in the final layout is 0. Per the detail_route report, DRC violations left total 0. The first detailed-routing pass took 4 iterations. The violation count after the first detailed-routing iteration is about 75.

The routed via count is 2,310. The routed design has ~9000 µm of wire. The post-route antenna net violation count is 0. Per the detail_route report, routed wire per instance is 19.44 µm.

Logic synthesis
The cell count after synthesis came out at 212. The netlist area before placement is roughly 0.0052 mm². The yosys-reported design area after synthesis is between 0.005 and 0.006 mm². The total of warnings raised by yosys is 1. The average instance in the mapped netlist occupies approximately 24 µm². Yosys stat counts 212 cells in the synthesized netlist. After synthesis, the netlist uses 15 different library cells. Once synthesis finished, the tally of register bits stood at around 140.

Setup path
The nature of the critical path startpoint is a latch. In this design, the largest share of critical-path delay is due to buffers and inverters. The count of cells along the worst register-to-register path is 2. By startpoint and endpoint, the worst setup path is classified as latch -> out. The worst reg-to-reg setup slack is approximately 2300 ps. The critical path endpoint has a required time of between 5000 and 6000 ps.

Traced cell by cell, the critical path runs through clkdlybuf4s50_1. The largest single stage delay on the critical path is roughly 460 ps. On the critical path, the stage with the largest delay is an instance of sky130_fd_sc_hd__clkdlybuf4s50_1. The arrival time of the worst setup path is approximately 4700 ps. The worst setup path is captured at an output port. The beginning of the critical path is out_data[13]. The launch point of the worst register-to-register path is recorded as memory[3][15].

The endpoint of the lowest-slack register-to-register path is out_data[15]. Per STA, the endpoint of the critical path is out_data[13]. The number of logic stages on the critical path including buffering is 1.

The top fanout value on the critical path is 1. The number of buffer and inverter stages on the critical path is 1.

Global route
The number of global-route vias before repair is around 2,500. The first global-routing pass estimated approximately 14,000 µm of wire. The total global routing track utilization is 16.16%. Entering global routing, the biggest net connects 41 pins.

The global-route congestion overflow total is 0. The number of antenna violations at the first check in global routing is 0.

Timing
Setup repair after global routing left no endpoint under its margin. The hold violation count in the final report is 0. The final timing report counts setup violations totalling 0. The worst-margin pin slew is around 840 ps. Setup slack closes at about 830 ps. The worst slew margin relative to its limit is ~44%. The worst clock skew is between 8 and 9 ps. The final tally of max-slew violations is 0. For the final routed database, the setup TNS stands at 0 ps.

Clock tree
After clock tree synthesis, the repair step resized 0 gates. The clock passes through at most 2 buffers. The number of buffers created by CTS is 17. The number of setup buffers added after CTS is 0. The hold-fix buffer count after cts is 0.

The count of clock tree sinks is between 100 and 150. For the worst-skew pair, the clock arrives at the later sink with an insertion delay of about 410 ps. Looking at the clock tree report, the root buffer type is sky130_fd_sc_hd__clkbuf_16. The timing report gives the clock slew at the launch and capture registers of the worst setup and hold paths as 60 ps. Per the CTS log, the maximum H-tree level is 4. The TritonCTS clock tree is yes.

Placement
Before CTS, the worst setup slack after placement is around 530 ps. The count of input and output buffers is 35. The detailed placement HPWL is 4934 µm.

The weighted congestion at the end of routability-driven global placement is between 0.7 and 0.8.

Die
Per the OpenROAD floorplan log, the area of the core is between 0.01 and 0.015 mm². The starting density of the core is approximately 41%. The count of boundary I/O pins is ~42.

The cell row count is a little over 40. In this run the horizontal extent of the chip is 115.8 µm. The area of the chip is ~0.013 mm².

The height of the die is about 120 µm.

Pwr
The report lists the power per cell area as around 310 mW/mm². The highest supply drop recorded on VDD is around 0.00022 V. The leakage power is 2.175 nW.

Total power for the finished layout comes to between 1.5 and 2 mW.

Job
Summing over the stages, the warning tally comes to 31. The count of maximum capacitance violations is 0.

Min path
The path category of the worst min-delay check is reg -> latch.
## flip-flops by register name, indices dropped and copies added (netlist names)
| signal | flops |
|---|---|
| memory | 128 |
| out_data | 16 |
## through the flow
| stage | hold WS, ps | std cells | instance area, µm² |
|---|---|---|---|
| 3_3_place_gp | 777.7 | 420 | 5807 |
| 5_1_grt | 813.1 | 452 | 6390 |
| 2_1_floorplan | 763.3 | 212 | 5176 |
| 6_report | 791.4 | 452 | 6390 |
| 4_1_cts | 797.4 | 452 | 6390 |
| 3_5_place_dp | 789.9 | 420 | 5807 |
## logic make-up (layout without fill, tap and decap cells)
| logic type | after synthesis | count (layout) | synth area share [%] |
|---|---|---|---|
| flops | 128 | 128 | 74.26 |
| buf+inv | 11 | 79 | 1.257 |
| latches | 16 | 16 | 4.641 |
| mux | 48 | 48 | 18.71 |
| simple gates | 9 | 9 | 1.136 |
## how the worst min path moves through the flow
stage / start / to / cells past startpoint
final: memory[2][5] / out_data[5] / 2
after global routing: memory[7][8] / out_data[8] / 2
after CTS: memory[2][5] / out_data[5] / 2
## cell usage after synthesis, drive strengths merged
library cell	n	area, µm²
and3	1	6.260
nor2	1	3.750
clkbuf	6	22.52
edfxtp	128	3844
mux4	32	788.3
nor3	1	5.000
nand2	1	3.750
mux2	16	180.2
and3b	2	17.52
dlxtn	16	240.2
buf	5	42.53
nor3b	3	22.52
## final cells by class
type	instances	area, µm²	area share (%)
clock buffers	21	470.5	7.362
repair buffers	47	460.4	7.206
multi-input cells	57	1047	16.39
well taps	172	215.2	3.368
flip-flops and latches	144	4084	63.91
clock inverters	11	112.6	1.762
## power by group
| part | internal (mW) | leakage, nW | total [mW] | switching (mW) |
|---|---|---|---|---|
| Clock | 0.556 | 0.286 | 0.878 | 0.322 |
| Combinational | 0.0693 | 0.584 | 0.118 | 0.0487 |
| Sequential | 0.974 | 1.31 | 0.983 | 0.00966 |
## metal layers
layer	global-route usage, %	vias to the layer above	share of wire [%]
met4	1.795	0	1.1
li1	-	1026	-
met3	8.311	8	9.9
met1	26.81	1177	42
met5	0	-	0
met2	22.63	99	47
No activity file was given, so power comes from the tool's default toggle rates.
